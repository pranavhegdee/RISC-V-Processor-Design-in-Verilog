$ cat flow/run.sh
#!/bin/bash
# OpenROAD 26Q1-2900-gdf79404cd8, Yosys 0.63+post, stock flow scripts
make -C /OpenROAD-flow-scripts/flow DESIGN_CONFIG=/design/flow/config.mk WORK_HOME=/design/flow/orfs finish
$ cat flow/design.v
`timescale 1ns / 1ps
module alu(
    input [31:0]in1,in2,
    input [3:0] alu_ctrl,
    output reg [31:0]res,
    output reg z_flg
    );
    always @ *
    begin
        case(alu_ctrl)
            4'b0000:res= in1 & in2;
            4'b0001:res= in1|in2;
            4'b0010:res= in1+in2;
            4'b0011:res=in1<<in2[4:0];
            4'b0100:res=in1-in2;
            4'b0101:res=in1>>in2[4:0];
            4'b0110:res=in1*in2;
            4'b0111:res=in1^in2;
            4'b1000 : begin
                    if(in1 < in2)
                        res = 1;
                    else
                        res = 0;
                end
            4'b1001:res=in1>>>in2[4:0];
            4'b1010:res=~in1;
            4'b1011:res=~(in1|in2);
            default:res=32'bx;
            endcase
          if(res==0)
             z_flg=1;
          else
             z_flg=0;
    end
endmodule
$ cat flow/config.mk
export PLATFORM = sky130hd
export DESIGN_NAME = alu
export DESIGN_NICKNAME = alu
export VERILOG_FILES = /design/flow/design.v
export SDC_FILE = /design/flow/constraint.sdc
export NUM_CORES = 4
export LEC_CHECK = 1
export CORE_UTILIZATION = 40
$ cat flow/constraint.sdc
current_design alu

set clk_period 18.1
set clk_io_pct 0.2

create_clock -name clk0 -period $clk_period

set non_clock_inputs [all_inputs -no_clocks]
set_input_delay [expr $clk_period * $clk_io_pct] -clock clk0 $non_clock_inputs
set_output_delay [expr $clk_period * $clk_io_pct] -clock clk0 [all_outputs]
==> out/metrics.yaml <==
outcome: "finished, final reports clean"
grt_pass1_wl_mm: 169
place_area_sq_mm: 0.0264
hold_start: "in2[3]"
setup_tns_ns: 0
syn-cell-area_sq_mm: 0.0244
min_path_type: "primary input to output port"
met3_wirelength_mm: 15.9
worstSetupStartpointType: "primary input"
fin_ws_ns: 0.637
post-route-drc-count: 0
die_x_microns: 249
hold_viol: 0
hpwl_mm: 91.6
finalInstanceArea_sq_mm: 0.0264
first_global_vias: 24300
combGateArea_sq_mm: 0.0219
path_delay_family: "adder cells"
dieArea_sq_mm: 0.0621
synth_seq_share_pct: 0
cp_common_cell: "fa_1"
postCtsResizedCells: 0
wl_met2_mm: 48.5
fp_util_pct: 40.5
ys_area_sq_mm: 0.0244
vias: 24400
syn_area_per_cell_sq_um: 7.73
layout_min_cycle_time_ns: 17.46
wirelength_mm: 115
io_pins: 101
portBuffers: 101
via_per_inst: 6.18
clockBufferCount: 0
flops: 0
crit_path_max_fanout: 23
critPathMaxStageDelay_ns: 1.02
synth_cell_types: 83
final-max-slew-violation-count: 0
drt-met1-wl_mm: 43.1
synth-warning-count: 1
fin_crit_sh_pct: 96.5
rsz0062_at_grt: "no"
coreArea_sq_mm: 0.0604
rows: 90
syn_to_final_growth_pct: 7.87
hold_depth: 5
detail-route-antenna-nets: 0
post-cts-setup-buffer-count: 0
slew_headroom_pct: 27.5
cp-end-kind: "output port"
drive_gt1_share_pct: 5.41
warnings: 99
cpMaxStageDelayCell: "inv_1"
antenna_found_initial: 3
grt-ovfl-total: 0
dpl_worst_slack_ns: 0.757
setup_violations: 0
max_cap_viol_count: 0
crit_type: "primary input to output port"
fmax_mhz: 57.3
synthCells: 3161
hold_end: "res[7]"
path_buffers: 7
cp.arrival_ns: 13.84
grt_max_degree: 60
seq_area_sq_um: 0
tightestPinTransition_ns: 1.09
dr.pass1.iters: 6
globalRouteTotalUtil_pct: 39.3
dieHeight_microns: 249
wl_per_cell_microns: 29.1
critPathRequiredTime_ns: 14.48
fillers: 6208
top_layer_used: "met5"
holdWs_ns: 8.47
drt_iter0_drc: 2115
cts-hold-fix-buffers: 0
globalplace.congestion: 1.11
ys_cells: 3161
[per-stage QoR]
| stage | util [%] | std cells |
|---|---|---|
| floorplan | - | 3161 |
| global placement | 43.7 | 3945 |
| detailed placement | 43.7 | 3945 |
| CTS | 43.7 | 3945 |
| global route | 43.7 | 3945 |
| finish | 43.7 | 3946 |
[synthesized netlist by cell type, drive strengths merged, types with 35 or more instances]
library cell | instances | share of area (%)
a21oi | 115 | 2.4
a211oi | 35 | 1.1
buf | 57 | 1.1
inv | 463 | 7.1
nor2 | 441 | 6.8
clkbuf | 141 | 2.2
nor3 | 53 | 1.1
nand3 | 37 | 0.76
o21ai | 108 | 2.2
nand2 | 348 | 5.3
xnor2 | 78 | 2.8
fa | 410 | 34
mux2i | 46 | 1.9
o22ai | 42 | 1.1
ha | 223 | 11
[routing by layer]
metal  vias up  global-route usage (%)
met1     11900                    53.6
met3       326                    16.6
met2      1631                    54.4
met5         -                       0
met4         4                    19.9
li1      10500                       -
[worst max path at each step]
stage / startpoint / endpoint / slack [ns] / cells after the start
final: in2[5] / z_flg / 0.64 / 28
after global routing: in2[5] / z_flg / 0.22 / 28
after CTS: in2[5] / z_flg / 0.73 / 28
[kinds of logic after synthesis]
group | synth area share (%)
and+or+nand+nor | 18.6
xor gates and xnor gates | 3.66
AOI/OAI and AO/OA | 17.5
adders and majority gates | 45.0
muxes | 4.70
buffers and inverters | 10.6
[tightest hold or removal path, delay by kind of cell]
family,cells,cell delay (ns)
AND-OR/OR-AND,2,0.45
buffers and inverters,3,0.77
[layout by cell type (no fill, tap or decap), types with 13 or more instances in the layout]
cell / count
xor2_1: 24
and3_1: 24
a31oi_1: 16
fa_1: 410
clkinv_1: 16
o22ai_1: 42
inv_1: 459
nand3_1: 37
a21o_1: 22
o211ai_1: 24
a221oi_1: 25
mux2i_1: 45
nor2b_1: 22
nand2_1: 348
nor3_1: 53
xnor2_1: 78
buf_4: 100
o21a_1: 18
ha_1: 223
a2111oi_0: 14
nand4_1: 14
a22oi_1: 31
nor2_1: 441
nor4_1: 13
nand2b_1: 23
o221ai_1: 25
mux2_2: 24
clkdlybuf4s50_1: 96
a211oi_1: 35
o21ai_0: 105
mux4_2: 18
a21oi_1: 114
[final cells by class]
cell class                      count  area share (%)
Antenna cell                        1         0.00949
Inverter                          478            6.81
Multi-Input combinational cell   2485            82.9
Tap cell                          782            3.71
Timing Repair Buffer              200            6.57
